===== flow/design.v =====
module RegFile(  
    input clk,  
    input rf_wen,  
    input [4:0] rf_addr_r1,  
    input [4:0] rf_addr_r2,  
    input [4:0] rf_addr_w,  
    input [31:0] rf_data_w,  
    output reg [31:0] rf_data_r1,  
    output reg [31:0] rf_data_r2  
);
    reg [31:0] file[31:0];
    integer i;
    initial begin
        for (i=0; i<32; i=i+1) begin
            file[i] = 32'b0; 
        end
    end
    assign rf_data_r1 = file[rf_addr_r1];
    assign rf_data_r2 = file[rf_addr_r2];
    always @(negedge clk) begin
        if (rf_wen)
            file[rf_addr_w] <= rf_data_w;
    end
endmodule

===== flow/constraint.sdc =====
current_design RegFile

set clk_period 11.4
set clk_io_pct 0.2

create_clock -name clk0 -period $clk_period [get_ports {clk}]

set non_clock_inputs [all_inputs -no_clocks]
set_input_delay [expr $clk_period * $clk_io_pct] -clock clk0 $non_clock_inputs
set_output_delay [expr $clk_period * $clk_io_pct] -clock clk0 [all_outputs]

===== flow/run.sh =====
#!/bin/bash
# OpenROAD 26Q1-2900-gdf79404cd8, Yosys 0.63+post, stock flow scripts
make -C /OpenROAD-flow-scripts/flow DESIGN_CONFIG=/design/flow/config.mk WORK_HOME=/design/flow/orfs finish

===== flow/config.mk =====
export PLATFORM = sky130hd
export DESIGN_NAME = RegFile
export DESIGN_NICKNAME = RegFile
export VERILOG_FILES = /design/flow/design.v
export SDC_FILE = /design/flow/constraint.sdc
export NUM_CORES = 4
export LEC_CHECK = 1
export CORE_UTILIZATION = 50

==> flow_summary.toml <==
# yosys + openroad results
[clock_tree]
cts.repair.resized = 0
post-cts-setup-buffer-count = 0
postCtsHoldBufs = 0
cts.root.buffer_cell = "sky130_fd_sc_hd__clkbuf_16"
numClockSinks = 1024
cts_tree = "yes"
h-tree-depth = 3
ctsLongestPathBuffers = 3
worst_setup_hold_path_clk_slew_ns = 0.03
cts_inserted_buffers = 113

[route]
first_pass_iteration_count_of_the_detailed_router = 5
detail_route.drc_violations = 0
avgRoutedWirePerCell_um = 26.1
drt-initial-drc-count = 2537
postRouteAntennaNets = 0
viasPerCell = 5.86
routed_wirelength_um = 154000
route.antenna.diode_count = 0
dr_total_vias = 34500

[global_route]
grt_pass1_wl_um = 225000
grt_max_degree = 92
initial_antenna_violation_count = 4
grt.total_usage = 0.343
globalRouteOverflowTotal = 0
first_global_vias = 38000

[synthesis]
enable_flop_cells = 1024
netlist_top_cells_count = "sky130_fd_sc_hd__edfxtp_1 (1,024), sky130_fd_sc_hd__mux2i_1 (1,024), sky130_fd_sc_hd__nand2_1 (195)"
ys.flop_type = "sky130_fd_sc_hd__edfxtp_1"
post_synth_instance_area_mm2 = 0.0488
postSynthRegisterBits = 1024
synthDominantCellAreaShare = 0.631
synthDistinctLibCells = 24
top_area_cell = "sky130_fd_sc_hd__edfxtp_1"
synth_stat.cells = 3387
async_set_or_reset_flop_fraction_in_the_synthesized_netlist = 0
register_area_share_after_synthesis = 0.631
post_synth.cell_area_avg_um2 = 14.4
top_cells_by_area = "sky130_fd_sc_hd__edfxtp_1 (63%), sky130_fd_sc_hd__mux2i_1 (21%), sky130_fd_sc_hd__a22oi_1 (3.0%)"
synth_chip_area_mm2 = 0.0488
syn-instance-count = 3387
yosysWarnings = 3

[final_timing]
finalSetupTns_ns = 0
timing.final.max_slew_violations = 0
timing.final.setup_violations = 0
rsz0062_at_grt = "no"
worst_pin_slew_ns = 0.942
finalHoldViolCount = 0
max_slew_margin = 0.372

[finish]
layout-area-overhead-vs-synth_pct = 21.5
final.fill_count = 6869
layout-drive-gt1-share = 0.0800
largest-register = "file"
largest_regs = "file x1024"
largest_reg_flops = 1024
post_route_standard_cell_area_excluding_fillers_mm2 = 0.0592

[setup_path]
cpMaxStageDelayCell = "sky130_fd_sc_hd__nor3_1"
worst_setup_path_start_kind = "flop"
arrival_ns = 8.62
critical_path_peak_fanout = 2
worst_setup_path_end_kind = "primary output"
critical_path_required_ns = 9.12
cell_chain_critical_path = "mux2i_1 -> a22o_1 -> nor3_1 -> a31oi_1 -> nand3_1 -> clkdlybuf4s50_1"
cp_slowest_stage_delay_ns = 0.60
critPathKind = "flop to primary output"
setup.worst_path.start = "file[5][6]$_DFFE_NP_"

[placed_design]
place.port_buffers = 112
dp_area_mm2 = 0.0516
dp_hpwl_um = 88000
gp_congestion = 0.932

[floorplanning]
chipHeight_um = 314
initCoreUtil = 0.504
die_width_um = 314
io_pins = 113
chip_area_mm2 = 0.0988
num_rows = 114
core_area_mm2 = 0.0967

[flow_run]
timing.max_cap.violations = 0
warnings = 1027

[power_and_ir_drop]
power.leakage_nw = 25.9
ir_worst_vdd_v = 0.000121
power_density_relative_to_cell_area_mw_per_mm2 = 171

[worst_hold_path]
hold_path_startpoint = "rf_addr_r1[1]"
hold_class = "primary input to primary output"

[run_status]
outcome = "finished clean"
==> routing by layer <==
layer  vias to the layer above  global-route usage  wire length (µm)  share of wire
met2                      2083               0.455             68300           0.44
met5                         -              0.0160               213         0.0014
met3                       294               0.253             23600           0.15
li1                      15700                   -                 -              -
met4                        12               0.170              6660          0.043
met1                     16500               0.429             54900           0.36
==> kinds of logic after synthesis <==
logic type / Yosys count / synth area share
flip-flops: 1024 / 0.631
AND-OR/OR-AND: 576 / 0.0805
buffers and inverters: 254 / 0.0316
AND/OR/NAND/NOR: 509 / 0.0472
multiplexers: 1024 / 0.210
==> cell usage in the layout, fill, tap and decap left out <==
master / netlist / layout
sky130_fd_sc_hd__inv_1: 1 / 1052
sky130_fd_sc_hd__mux2i_1: 1024 / 1024
sky130_fd_sc_hd__edfxtp_1: 1024 / 1024
sky130_fd_sc_hd__nand3_1: 194 / 194
sky130_fd_sc_hd__nand2_1: 195 / 193
sky130_fd_sc_hd__a22oi_1: 192 / 192
sky130_fd_sc_hd__a21oi_1: 192 / 192
sky130_fd_sc_hd__a22o_1: 128 / 128
sky130_fd_sc_hd__clkbuf_16: 0 / 115
sky130_fd_sc_hd__buf_4: 52 / 114
sky130_fd_sc_hd__clkdlybuf4s50_1: 0 / 110
sky130_fd_sc_hd__nor3_1: 64 / 64
sky130_fd_sc_hd__a31oi_1: 64 / 64
sky130_fd_sc_hd__nor2_4: 0 / 34
sky130_fd_sc_hd__clkinvlp_2: 0 / 32
sky130_fd_sc_hd__buf_12: 0 / 23
sky130_fd_sc_hd__bufinv_16: 0 / 19
sky130_fd_sc_hd__inv_4: 0 / 10
sky130_fd_sc_hd__nand3b_1: 5 / 5
sky130_fd_sc_hd__nor2b_4: 0 / 4
sky130_fd_sc_hd__nand2b_2: 0 / 4
sky130_fd_sc_hd__or3b_2: 3 / 3
sky130_fd_sc_hd__and2_4: 0 / 2
sky130_fd_sc_hd__or2_2: 2 / 2
sky130_fd_sc_hd__nand2_2: 0 / 2
sky130_fd_sc_hd__clkinv_8: 0 / 2
sky130_fd_sc_hd__buf_8: 0 / 2
sky130_fd_sc_hd__nor2_1: 35 / 1
sky130_fd_sc_hd__or3_1: 1 / 1
sky130_fd_sc_hd__clkinv_4: 0 / 1
==> worst paths after layout <==
path  cells past startpoint       endpoint  slack (ns)
max                       6  rf_data_r1[6]        0.50
min                       6  rf_data_r1[6]        5.99
==> stage by stage <==
stage	setup slack, ns	util	cells	total power [W]	hold slack [ns]
after floorplan	0.986	-	3387	0.00525	4.82
after global placement	0.867	0.533	4659	0.00560	5.98
after detailed placement	0.842	0.533	4659	0.00561	6.00
after CTS	0.527	0.612	5889	0.0103	6.00
after global routing	0.303	0.612	5889	0.0107	6.04
final	0.497	0.612	5889	0.0101	5.99
==> where the power goes <==
group	internal, W	total, W	switching, W
Combinational	0.000292	0.000800	0.000508
Sequential	0.00422	0.00424	0.0000188
Clock	0.00273	0.00508	0.00236
Total	0.00724	0.0101	0.00289
==> worst max-delay path, delay by kind of cell (launching register included) <==
kind,cells,cell delay [ns]
AND-OR/OR-AND,2,0.50
buffers and inverters,1,0.57
multiplexers,1,0.07
AND/OR/NAND/NOR,2,0.75
flip-flops,1,0.34
==> final cells by class <==
class,count,area [µm²],area share
Multi-Input combinational cell,2109,16800,0.283
Tap cell,1276,1600,0.0270
Sequential cell,1024,30700,0.519
Timing Repair Buffer,249,2450,0.0413
Clock inverter,1116,4780,0.0808
Clock buffer,115,2880,0.0486
No activity file was given, so power comes from the tool's default toggle rates.
