## flow/config.mk

```make
export PLATFORM = sky130hd
export DESIGN_NAME = rcadd32
export DESIGN_NICKNAME = rcadd32
export VERILOG_FILES = /design/flow/design.v
export SDC_FILE = /design/flow/constraint.sdc
export NUM_CORES = 4
export LEC_CHECK = 1
export CORE_AREA = 10 10 92 92
export DIE_AREA = 0 0 102 102
```

## flow/constraint.sdc

```tcl
current_design rcadd32

set clk_period 41.6
set clk_io_pct 0.2

create_clock -name clk0 -period $clk_period

set non_clock_inputs [all_inputs -no_clocks]
set_input_delay [expr $clk_period * $clk_io_pct] -clock clk0 $non_clock_inputs
set_output_delay [expr $clk_period * $clk_io_pct] -clock clk0 [all_outputs]
```

## flow/design.v

```verilog
module add1 ( 
    input a, 
    input b, 
    input cin,   
    output sum, 
    output cout 
);
    assign sum = a ^ b ^ cin;
    assign cout = (a & b) | (cin & (a ^ b));
endmodule
module add2(
    input [1:0]a, 
    input [1:0]b, 
    input cin,   
    output [1:0]sum, 
    output cout 
);
    wire cout1;
    add1 ins1(
        a[0],
        b[0],
        cin,
        sum[0],
        cout1
    );
    add1 ins2(
        a[1],
        b[1],
        cout1,
        sum[1],
        cout
    );
endmodule
module add4(
    input [3:0]a, 
    input [3:0]b, 
    input cin,   
    output [3:0]sum, 
    output cout 
);
    wire cout2;
    add2 ins1(
        a[1:0],
        b[1:0],
        cin,
        sum[1:0],
        cout2
    );
    add2 ins2(
        a[3:2],
        b[3:2],
        cout2,
        sum[3:2],
        cout
    );
endmodule
module add8(
    input [7:0]a, 
    input [7:0]b, 
    input cin,   
    output [7:0]sum, 
    output cout 
);
    wire cout3;
    add4 ins1(
        a[3:0],
        b[3:0],
        cin,
        sum[3:0],
        cout3
    );
    add4 ins2(
        a[7:4],
        b[7:4],
        cout3,
        sum[7:4],
        cout
    );
endmodule
module add16(
    input [15:0]a, 
    input [15:0]b, 
    input cin,   
    output [15:0]sum, 
    output cout 
);
    wire cout4;
    add8 ins1(
        a[7:0],
        b[7:0],
        cin,
        sum[7:0],
        cout4
    );
    add8 ins2(
        a[15:8],
        b[15:8],
        cout4,
        sum[15:8],
        cout
    );
endmodule
module rcadd32(
    input [31:0]a,
    input [31:0]b,
    input cin,
    output [31:0]sum,
    output cout
);
    wire cout5;
    add16 ins1(
        a[15:0],
        b[15:0],
        cin,
        sum[15:0],
        cout5
    );
    add16 ins2(
        a[31:16],
        b[31:16],
        cout5,
        sum[31:16],
        cout
    );
endmodule
```

## flow/run.sh

```bash
#!/bin/bash
# OpenROAD 26Q1-2900-gdf79404cd8, Yosys 0.63+post, stock flow scripts
make -C /OpenROAD-flow-scripts/flow DESIGN_CONFIG=/design/flow/config.mk WORK_HOME=/design/flow/orfs finish
```

==> job_summary.md <==
### Metrics collected by this job

| Metric | Value |
|---|---|
| Global-route wire length before repair | `4.360 mm` |
| FF+latch count | `0` |
| Final tally of setup violations | `0` |
| Routed met2 length | `1.003 mm` |
| Port-buffer cells | `98` |
| Fp util | `14.22%` |
| Synth Instances | `74` |
| Outcome | `completed` |
| Setup slack after layout | `11.49 ns` |
| Row Count | `29` |
| Slew Limit Fails | `0` |
| Seq. cell area | `0 µm²` |
| Wire per inst | `13.35 µm` |
| Top delay family on crit path | `adder cells` |
| Clock Buffer Count | `0` |
| Log Warnings | `32` |
| Met3 WL | `979 µm` |
| Post-synth area hogs | `fa_1 70%, buf_4 26%, inv_1 4.1%` |
| Share of layout cells above drive strength 1 | `0%` |
| CP max stage cell | `clkdlybuf4s50_1` |
| GR Util All Layers | `5.290%` |
| Area grow syn2layout | `91.14%` |
| Hold Path Class | `in -> out` |
| DRC Markers | `0` |
| Yosys chip area | `918.4 µm²` |
| FMAX | `33.21 MHz` |
| Lkg Pwr | `0.6703 nW` |
| Vias in the first global route | `880` |
| Max stage delay on crit path | `0.46 ns` |
| Worst VDD drop | `4.938 µV` |
| Area leader share | `69.75%` |
| Worst Max-Slew Pin Slew | `0.1185 ns` |
| Horiz. Die Dim | `102 µm` |
| Met1 wire length | `916 µm` |
| Initial antenna violation count | `0` |
| Yosys warning tally | `0` |
| Die height | `102 µm` |
| Worst Path Max Fanout | `1` |
| Final min period | `30.11 ns` |
| Drt total wl | `2.898 mm` |
| Crit path DRT | `33.28 ns` |
| Post-cts resize count | `0` |
| Max_cap viols | `0` |
| Worst setup EP type | `output port` |
| Seq/Total Area, Yosys | `0%` |
| 1st-pass router iterations | `1` |
| Post-CTS setup buffers | `0` |
| Routability cong. | `0.6938` |
| Ports | `98` |
| Vias | `718` |
| Hpwl dp | `2.923 mm` |
| Final hold vios | `0` |
| Hold Buf Count CTS | `0` |
| Detail Route Antenna Nets | `0` |
| Gr ovfl total | `0` |
| Worst Setup Start Kind | `input pin` |
| Core footprint | `6459 µm²` |
| Final setup TNS | `0 ns` |
| DR iter-0 viols | `0` |
| CP arrival | `21.79 ns` |
| Filler Cells Inserted | `686` |
| Highest routed layer | `met3` |
| Ys cells | `74` |
| Cell area after synthesis | `918.4 µm²` |
| Syn_area_per_cell | `12.41 µm²` |
| Crit-path most repeated cell | `fa_1` |
| Vias per Instance | `3.309` |
| Largest net degree at the start of global routing | `2` |
| Die area | `10400 µm²` |
| Slew margin rel. | `92.07%` |
| Power Dens Cells | `14.41 nW/µm²` |
| Synth area leader | `fa_1` |
| Unique cell types | `3` |
| Setup WS pre-CTS | `11.38 ns` |
| RSZ-0062 raised after global routing | `no` |
| CP Class | `in -> out` |
| Buf+Inv Stages, Crit Path | `6` |
| ANT cells | `0` |
| Final worst path period share | `72.39%` |
[worst paths after layout]
| check | depth (start not counted) | start | slack [ns] | end |
|---|---|---|---|---|
| max | 38 | a[0] | 11.49 | sum[31] |
| min | 5 | cin | 17.67 | sum[0] |
[final cells by class]
cell class	count	area, µm²	area share, %
well taps	77	96.34	5.488
repair buffers	98	980.9	55.88
inverters	10	37.54	2.138
multi-input cells	32	640.6	36.49
[where the power goes]
part	leakage, nW	switching [mW]	internal (mW)	total, mW
Combinational	0.670	0.00640	0.0189	0.0253
Clock	0	0	0	0
Sequential	0	0	0	0
[logic make-up (layout without fill, tap and decap cells)]
kind of cell / count (synthesis) / after routing / synth area share [%]
adder cells (fa/ha/maj): 32 / 32 / 69.75
buffers and inverters: 42 / 108 / 30.25
[worst min-delay path: stages]
cell and delay [ns]:
clkdlybuf4s50_1 0.39, inv_1 0.06, fa_1 0.14, inv_1 0.03, clkdlybuf4s50_1 0.39
[metrics by stage]
stage / power, mW / util, % / instances / cell area [µm²] / hold slack [ns]
5_1_grt: 0.02884 / 27.18 / 217 / 1755 / 17.74
4_1_cts: 0.02637 / 27.18 / 217 / 1755 / 17.68
3_3_place_gp: 0.02627 / 27.18 / 217 / 1755 / 17.69
2_1_floorplan: 0.01253 / - / 74 / 918.4 / 16.86
6_report: 0.02530 / 27.18 / 217 / 1755 / 17.67
3_5_place_dp: 0.02628 / 27.18 / 217 / 1755 / 17.69
[metal layers]
metal,track usage (%),vias up
met4,0,0
met5,0,-
met2,7.556,86
met1,4.965,320
li1,-,312
met3,6.748,0
[cell usage in the layout, fill, tap and decap left out, drive strengths merged]
cell | Yosys | final
clkdlybuf4s50 | 0 | 98
fa | 32 | 32
inv | 10 | 10
[cell usage after synthesis, drive strengths merged]
cell type / number
buf: 32
inv: 10
fa: 32
Power figures rest on the tool's default switching activity, not on a simulated workload.
