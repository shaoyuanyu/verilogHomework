$ cat run.sh
#!/bin/bash
# OpenROAD 26Q1-2900-gdf79404cd8, Yosys 0.63+post, stock flow scripts
make -C /OpenROAD-flow-scripts/flow DESIGN_CONFIG=/design/flow/config.mk WORK_HOME=/design/flow/orfs finish
$ cat config.mk
export PLATFORM = sky130hd
export DESIGN_NAME = mult8
export DESIGN_NICKNAME = mult8
export VERILOG_FILES = /design/flow/design.v
export SDC_FILE = /design/flow/constraint.sdc
export NUM_CORES = 4
export LEC_CHECK = 1
export CORE_UTILIZATION = 30
$ cat constraint.sdc
current_design mult8

set clk_period 25.6
set clk_io_pct 0.2

create_clock -name clk0 -period $clk_period

set non_clock_inputs [all_inputs -no_clocks]
set_input_delay [expr $clk_period * $clk_io_pct] -clock clk0 $non_clock_inputs
set_output_delay [expr $clk_period * $clk_io_pct] -clock clk0 [all_outputs]
$ cat design.v
module mult8(
    input [7:0]a,
    input [7:0]b, 
    output reg [15:0] p
);
	reg [3:0] i;
	always@(*) begin
		p = 0;
		for (i = 0 ; i <8 ; i = i + 1) begin
			if (b[i] == 1) p = (a <<i) + p;
			else p = p;
		end
		i = 0;
	end
endmodule
==> flow_summary.yaml <==
# yosys + openroad results
critical_path:
  cp-end-kind: "primary output"
  path_buffers: 3
  crit_top_cell: "ha_1"
  crit_family: "AND-OR/OR-AND gates"
  startpoint_type: "input pin"
  cp_max_fo: 11
  cp_slowest_cell: "clkdlybuf4s50_1"
  arrival_ps: 15110
  cpPeakStageDelay_ps: 680
  critPathKind: "in2out"
  required_ps: 20480
yosys:
  synth_cells: 448
  synth.most_common_cell: "ha_1"
  common_cells: "58 x ha_1, 32 x nor2_1, 31 x a21oi_1, 30 x inv_1, 26 x nand2_1"
  ys_cells: 448
  yosys_warnings: 1
  ys_types: 71
  netlist_area_um2: 3350
  ys_seq_frac: 0
  synth.largest_area_cell: "ha_1"
  topCellsByArea: "ha_1 22%, xnor2_1 5.7%, mux2_2 5.4%, a21oi_1 4.6%, fa_1 4.2%"
  yosys_area_um2: 3350
  avgSynthCellArea_um2: 7.49
  top_area_frac: 0.216
cells_and_area:
  regArea_um2: 0
  area_growth_pct: 12.5
  clkbuf_count: 0
  fin_cells: 606
  drive_gt1_frac: 0.0794
  flop-count: 0
floorplan:
  core_um2: 10900
  rows: 38
  core_util_floorplan: 0.308
  pin_count: 32
  chipWidth_um: 108
  die_h_um: 108
  die_area_um2: 11600
sta:
  grt_setup_unrepaired: "false"
  fin_crit_sh: 0.790
  slew_viol_final: 0
  tns_ps: 0
  fin_crit_ps: 20230
  hold_viol: 0
  maxSlewHeadroom: 0.484
  fin_ws_ps: 5370
  setup_viol: 0
  clock.fmax_mhz: 49.4
  worstMarginPinSlew_ps: 774
power:
  cellPowerDensity_nw_per_um2: 71.2
  power_leakage_nw: 1.63
  ir_drop_uv: 53.9
global_route:
  antenna_found_initial: 0
  use_met3: 0.000617
  grt_max_degree: 23
  busiest_layer: "met2"
  use_met1: 0.241
  grt_usage: 0.152
  globalRouteOverflowTotal: 0
  grt_pass1_vias: 2860
  grt_use_met2: 0.243
  grt_first_pass_wirelength_um: 14200
drt:
  drt_iter0_markers: 318
  final_antenna_net_count: 0
  dr.pass1.iters: 4
  n_antenna_cell: 0
  viasPerCell: 5.47
  wl_um: 8680
  vias: 3313
  post_drt_wl_per_cell_um: 14.3
  drc_errors: 0
clock_network:
  post_cts_resized: 0
  cts_setup_buffers: 0
  cts_hold_buf: 0
hold_path:
  hp-class: "in2out"
status:
  outcome: "finished clean"
place:
  pre_cts_slack_ps: 5500
  place_congestion: 0.938
  place_inst: 606
  hpwlAfterDp_um: 6900
  io_buffer_count: 32
job:
  maxCapViolCount: 0
  warning_count: 36
-- area by class of cell --
type                       instances  area (um2)
fill                            1119        7120
multi-input combinational        399        3140
timing repair buffer              34         335
tap                              140         175
inverter                          33         125
-- worst paths after layout --
path              from  cells past startpoint    end
hold / removal    b[0]                      3   p[0]
setup / recovery  a[1]                     41  p[14]
-- tightest hold or removal path, delay by kind of cell --
family,cells,cell delay [ps]
buf+inv,2,980
simple gates,1,240
-- cells in the final DEF (no fill, tap or decap), types with 12 or more instances in the layout --
cell | synthesis | final
a21oi_1 | 31 | 31
clkdlybuf4s50_1 | 0 | 32
ha_1 | 58 | 58
inv_1 | 30 | 30
mux2_2 | 16 | 16
nand2_1 | 26 | 26
nor2_1 | 32 | 32
o21a_1 | 12 | 12
o21ai_0 | 18 | 18
xnor2_1 | 22 | 22
-- cells by family after synthesis --
kind of cell	after synthesis	synth area share
compound gates	153	0.325
simple gates	132	0.210
fa+ha+maj	65	0.258
buf+inv	49	0.0649
xor+xnor	27	0.0705
mux	22	0.0716
-- stage by stage --
step	hold WS, ps	area [um2]	total power, W	util
global route	11540	3770	0.000303	0.346
finish	11460	3770	0.000269	0.346
CTS	11480	3770	0.000268	0.346
global placement	11470	3770	0.000264	0.346
detailed placement	11480	3770	0.000266	0.346
floorplan	10320	3350	0.000199	-
-- report_power, final --
| group | total [W] | switching, W | leakage (nW) | internal (W) |
|---|---|---|---|---|
| clock | 0 | 0 | 0 | 0 |
| combinational | 0.000269 | 0.000130 | 1.63 | 0.000138 |
| sequential | 0 | 0 | 0 | 0 |
-- layer usage --
metal,routed length [um],vias up
met2,3860,54
met1,4640,1538
met5,0,-
met3,157,4
li1,-,1717
met4,26,0
No activity file was given, so power comes from the tool's default toggle rates.
